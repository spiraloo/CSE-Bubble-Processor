File: ./config.mk
export PLATFORM = sky130hd
export DESIGN_NAME = Data_memory
export DESIGN_NICKNAME = Data_memory
export VERILOG_FILES = /design/flow/design.v
export SDC_FILE = /design/flow/constraint.sdc
export NUM_CORES = 4
export LEC_CHECK = 1
export CORE_UTILIZATION = 30
File: ./run.sh
#!/bin/bash
# OpenROAD 26Q1-2900-gdf79404cd8, Yosys 0.63+post, stock flow scripts
make -C /OpenROAD-flow-scripts/flow DESIGN_CONFIG=/design/flow/config.mk WORK_HOME=/design/flow/orfs finish
File: ./design.v
`timescale 1ns / 1ps
module Data_memory (input clk,input [31:0] addr,input [31:0] writeData,input [31:0] Data_in,input MemWrite,input Reg_save,output reg [31:0] read_Data);
  reg [31:0] Data_mem[0:31];   
  initial begin
        Data_mem[0]= 32'b000000_00000_00000_00000_00000_000100;
        Data_mem[1]= 32'b000000_00000_00000_00000_00000_000011;
        Data_mem[2]= 32'b000000_00000_00000_00000_00000_001000;
        Data_mem[3]= 32'b000000_00000_00000_00000_00000_000110;
        Data_mem[4]= 32'b000000_00000_00000_00000_00000_000000;
        Data_mem[5]= 32'b000000_00000_00000_00000_00000_000010;
        Data_mem[6]= 32'b000000_00000_00000_00000_00000_000000;
        Data_mem[7]= 32'b000000_00000_00000_00000_00000_000000;
        Data_mem[8]= 32'b000000_00000_00000_00000_00000_000000;
        Data_mem[9]= 32'b000000_00000_00000_00000_00000_000000;
        Data_mem[10]=32'b000000_00000_00000_00000_00000_000000;
        Data_mem[11]=32'b000000_00000_00000_00000_00000_000000;
        Data_mem[12]=32'b000000_00000_00000_00000_00000_000000;
        Data_mem[13]=32'b000000_00000_00000_00000_00000_000000;
        Data_mem[14]=32'b000000_00000_00000_00000_00000_000000;
        Data_mem[15]=32'b000000_00000_00000_00000_00000_000000;
        Data_mem[16]= 32'b000000_00000_00000_00000_00000_000100;
        Data_mem[17]= 32'b000000_00000_00000_00000_00000_000011;
        Data_mem[18]= 32'b000000_00000_00000_00000_00000_001000;
        Data_mem[19]= 32'b000000_00000_00000_00000_00000_000110;
        Data_mem[20]= 32'b000000_00000_00000_00000_00000_000000;
        Data_mem[21]= 32'b000000_00000_00000_00000_00000_000010;
        Data_mem[22]= 32'b000000_00000_00000_00000_00000_000000;
        Data_mem[23]= 32'b000000_00000_00000_00000_00000_000000;
        Data_mem[24]= 32'b000000_00000_00000_00000_00000_000000;
        Data_mem[25]= 32'b000000_00000_00000_00000_00000_000000;
        Data_mem[26]=32'b000000_00000_00000_00000_00000_000000;
        Data_mem[27]=32'b000000_00000_00000_00000_00000_000000;
        Data_mem[28]=32'b000000_00000_00000_00000_00000_000000;
        Data_mem[29]=32'b000000_00000_00000_00000_00000_000000;
        Data_mem[30]=32'b000000_00000_00000_00000_00000_000000;
        Data_mem[31]=32'b000000_00000_00000_00000_00000_000000;
  end
  always @(Reg_save or Data_in) begin
    case (Reg_save)
        1: read_Data = Data_mem[addr];
        default: read_Data = Data_in;
    endcase
  end
  always @(posedge clk) begin  
    if (MemWrite == 1) begin
      Data_mem[addr] = writeData;
    end
  end
endmodule
File: ./constraint.sdc
current_design Data_memory

set clk_period 6.6
set clk_io_pct 0.2

create_clock -name clk0 -period $clk_period [get_ports {clk}]

set non_clock_inputs [all_inputs -no_clocks]
set_input_delay [expr $clk_period * $clk_io_pct] -clock clk0 $non_clock_inputs
set_output_delay [expr $clk_period * $clk_io_pct] -clock clk0 [all_outputs]
==> impl_table.tex <==
% Synthesis and place-and-route results
\begin{tabular}{lr}
\hline
Metric & Value \\
\hline
\multicolumn{2}{l}{\textbf{Layout}} \\
Share of final-layout standard cells stronger than drive strength 1 & 25.47\% \\
Combined flip-flop and latch cell area & 30750 sq um \\
Combinational gate area & 7955 sq um \\
Most frequently placed logic cells in the final layout & edfxtp\_1, mux4\_2, buf\_4 \\
Area delta synth->final & 17.44\% \\
Number of fill cells in the layout & 11400 \\
Flip-flop count of the largest register, all copies and words added & 1024 \\
Number of non-filler instances in the completed layout & 3739 \\
Most instantiated logic cell after routing & edfxtp\_1 \\
\multicolumn{2}{l}{\textbf{Route}} \\
Total inserted antenna cells & 0 \\
Pre-Repair DR Iteration Count & 5 \\
Vias per cell & 4.947 \\
Vias after detailed routing & 18500 \\
\# DRC & 0 \\
Remaining antenna violation count after routing & 0 \\
Avg WL per Cell & 25.54 um \\
Wire length reported by the detailed router & 95510 um \\
Number of design-rule violations left by the first detailed-router iteration & 1219 \\
\multicolumn{2}{l}{\textbf{Placed design}} \\
Routability-driven placement congestion ratio & 0.8047 \\
Number of port buffers & 103 \\
HPWL after detailed placement & 54880 um \\
Placed insts & 3565 \\
\multicolumn{2}{l}{\textbf{Job}} \\
Count of tool warnings & 53 \\
Max-Cap Viols & 0 \\
\multicolumn{2}{l}{\textbf{Die}} \\
Horizontal die dimension & 362.6 um \\
Floorplan row count & 131 \\
Die footprint & 131500 sq um \\
Die Height & 362.6 um \\
Core region area & 128300 sq um \\
Initial standard-cell utilization of the core & 30.40\% \\
Boundary pin count & 131 \\
\multicolumn{2}{l}{\textbf{Logic synthesis}} \\
Fraction of the mapped netlist area in adder cells & 0\% \\
FFs w/ async S/R, synth & 0\% \\
Synthesized netlist cell count & 1725 \\
Average size of a mapped cell & 22.62 sq um \\
Post-synth design cell area & 39020 sq um \\
Synth logic family & multiplexers \\
Total number of yosys warnings & 1 \\
Xor and xnor fraction of the mapped netlist area & 0\% \\
Synthesized-area fraction occupied by and/or/nand/nor cells & 1.469\% \\
Top FF cell, synth & edfxtp\_1 \\
Flip-flop and latch count after synthesis & 1024 \\
Yosys chip area & 39020 sq um \\
Number of standard cells reported by yosys & 1725 \\
Aoi/oai-family share of the synthesized area & 3.691\% \\
Fraction of synthesized area in multiplexers & 14.55\% \\
Sequential element share of the synthesized area & 78.81\% \\
Count of library flops with an enable pin & 1024 \\
Unique cell types & 41 \\
\multicolumn{2}{l}{\textbf{Setup path}} \\
Largest delay share family, worst path & buffers and inverters \\
Slowest stage cell on the critical path & clkdlybuf4s50\_1 \\
Launching element of the worst setup path & addr[2] \\
Cell count along the critical path & 7 \\
Cell repeated most along the worst path & clkdlybuf4s50\_1 \\
Critical path data arrival time & 4.73 ns \\
Critical Path Fanout Max & 20 \\
Crit path kind & in2out \\
CP Capture Point & read\_Data[31] \\
Critical path, cell by cell & clkdlybuf4s50\_1 -> buf\_4 -> nand4bb\_1 -> o221ai\_1 -> a21oi\_1 -> a31oi\_1 -> clkdlybuf4s50\_1 \\
Largest incremental delay on the critical path & 0.81 ns \\
Critical Path Start Type & input pin \\
Data required time of the worst path & 5.28 ns \\
Endpoint kind of the worst setup timing path & output pin \\
Crit path buffers/inverters & 3 \\
\multicolumn{2}{l}{\textbf{Timing}} \\
Min Clock Period, post-route & 6.052 ns \\
Setup tns final & 0 ns \\
Number of failing hold endpoints at the final stage & 0 \\
Slew HR & 32.79\% \\
RSZ-0062 raised after global routing & false \\
Least-Margin Pin Slew & 1.006 ns \\
\# setup viols final & 0 \\
Peak clock frequency supported by timing & 165.2 MHz \\
Fraction of the cycle the final worst path needs & 91.69\% \\
Final count of pins violating max slew & 0 \\
\multicolumn{2}{l}{\textbf{Clock network}} \\
Number of buffers created by CTS & 96 \\
Count of hold-fix buffers inserted at cts & 0 \\
TritonCTS clock tree & built \\
CTS H-tree lvls & 3 \\
Clk root buf & clkbuf\_16 \\
Clock transition at the registers of the reported paths & 0.06 ns \\
Post-CTS Setup Inserts & 0 \\
Worst-case clock buffer depth & 3 \\
Quantity of gates resized following cts & 0 \\
TritonCTS Sinks & 1024 \\
\multicolumn{2}{l}{\textbf{Power and ir drop}} \\
PwrDens & 289.5 nW/um\^{}2 \\
Standby leakage power & 14.07 nW \\
Maximum VDD drop & 0.0001844 V \\
\multicolumn{2}{l}{\textbf{Outcome}} \\
Run status & complete, no violations \\
\multicolumn{2}{l}{\textbf{Global routing}} \\
Congestion Overflow GR & 0 \\
GRT Resource Usage Total & 15.76\% \\
Global-route wire length before repair & 138800 um \\
Maximum number of pins on one net before global-route repair & 68 \\
Antenna violations before repair & 2 \\
Number of global-route vias before repair & 20830 \\
\multicolumn{2}{l}{\textbf{Hold path}} \\
Path category of the worst min-delay check & in2reg \\
\hline
\end{tabular}
## cells in the mapped netlist (all sizes together) (2+ instances only)
master,n,area share (%)
edfxtp,1024,79
mux4,216,12
mux2i,80,2.1
nor2,74,0.71
buf,73,1.2
a22oi,40,0.77
a31oi,31,0.50
a22o,30,0.67
clkbuf,26,0.25
a21oi,24,0.31
o221ai,24,0.54
a221oi,23,0.63
o21ai,8,0.10
o22ai,8,0.13
nor4,7,0.11
nand2,4,0.038
nand3b,4,0.077
and3b,3,0.067
nand3,3,0.038
nor3b,3,0.083
and3,2,0.032
nand4b,2,0.045
nand4bb,2,0.058
nor3,2,0.038
or3b,2,0.045
## worst min-delay path by stage
| stage | start | endpoint | slack, ns | cells after the start |
|---|---|---|---|---|
| CTS | writeData[10] | Data_mem[18][10] | 1.46 | 2 |
| global route | writeData[2] | Data_mem[10][2] | 1.49 | 2 |
| finish | writeData[25] | Data_mem[28][25] | 1.50 | 2 |
## final cells by class
type	instances	share of cell area, %
clock buffers	116	5.499
clock inverters	58	1.136
multi-input cells	602	17.36
flip-flops and latches	1024	67.11
well taps	1729	4.721
repair buffers	210	4.178
## layer usage
| metal | global-route usage [%] | vias to the layer above | routed length [um] |
|---|---|---|---|
| met5 | 1.147 | - | 232 |
| met4 | 3.210 | 10 | 2395 |
| met3 | 12.21 | 145 | 15320 |
| met2 | 25.06 | 1219 | 47260 |
| met1 | 16.36 | 9299 | 30300 |
| li1 | - | 7824 | - |
## power breakdown
group	internal (mW)	switching [mW]
clock	3.03	2.29
combinational	0.294	0.394
sequential	7.23	0.0156
total	10.6	2.70
## cell families (layout without fill, tap and decap cells)
| group | after synthesis | count (layout) |
|---|---|---|
| flip-flops | 1024 | 1024 |
| multiplexers | 297 | 297 |
| AND-OR/OR-AND | 190 | 190 |
| AND/OR/NAND/NOR | 115 | 115 |
| buffers and inverters | 99 | 384 |
## metrics by stage
stage	instance area, sq um	hold WS (ns)	setup slack (ns)	power (mW)	utilization [%]
floorplan	39020	1.419	2.444	7.736	-
global placement	42780	2.140	0.6272	8.071	33.34
detailed placement	42780	2.155	0.6374	8.087	33.34
CTS	45820	1.456	0.6172	13.38	35.70
global route	45820	1.493	0.3763	13.68	35.70
finish	45820	1.495	0.5484	13.27	35.70
Power and IR drop assume default switching activity.
