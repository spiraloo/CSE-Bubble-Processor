==> flow/design.v <==
`timescale 1ns / 1ps
module Instruction_memory (input [31:0] address, output reg [31:0] instruction);
  reg [31:0] instruction_mem[16:0];   
  integer n;
  initial begin
    for (n = 0; n < 17; n = n + 1) begin
      instruction_mem[n] = 32'b00000000000000000000000000000000;
    end
    instruction_mem[0] = 32'b00100010010100100000000000000111 ;    
    instruction_mem[1] = 32'b00100010010100101111111111111111 ;  
    instruction_mem[2] = 32'b00100000000010100000000000000000 ;    
    instruction_mem[3] = 32'b00100000000010010000000000000000;   
    instruction_mem[4] = 32'b00000010010010101010100000100010;  
    instruction_mem[5] = 32'b00100010000100010000000000000000;  
    instruction_mem[6] = 32'b10001110001011010000000000000000  ;
    instruction_mem[7] = 32'b10001110001011000000000000000001    ;
    instruction_mem[8] = 32'b00000001100011011100000000101010 ;   
    instruction_mem[9] = 32'b00010011000000000000000000000010 ;     
    instruction_mem[10] = 32'b10101110001011000000000000000000 ;    
    instruction_mem[11] = 32'b10101110001011010000000000000001;   
    instruction_mem[12] = 32'b00100010001100010000000000000001 ;  
    instruction_mem[13] = 32'b00100001001010010000000000000001 ; 
    instruction_mem[14] = 32'b00010101001101011111111111110111 ;
    instruction_mem[15] = 32'b00100001010010100000000000000001;
    instruction_mem[16] = 32'b00010101010100101111111111110010;
  end
  always @(address) begin
    instruction = instruction_mem[address/4];
  end
endmodule
==> flow/run.sh <==
#!/bin/bash
# OpenROAD 26Q1-2900-gdf79404cd8, Yosys 0.63+post, stock flow scripts
make -C /OpenROAD-flow-scripts/flow DESIGN_CONFIG=/design/flow/config.mk WORK_HOME=/design/flow/orfs finish
==> flow/config.mk <==
export PLATFORM = sky130hd
export DESIGN_NAME = Instruction_memory
export DESIGN_NICKNAME = Instruction_memory
export VERILOG_FILES = /design/flow/design.v
export SDC_FILE = /design/flow/constraint.sdc
export NUM_CORES = 4
export LEC_CHECK = 1
export CORE_AREA = 10 10 70 70
export DIE_AREA = 0 0 80 80
==> flow/constraint.sdc <==
current_design Instruction_memory

set clk_period 1.8
set clk_io_pct 0.2

create_clock -name clk0 -period $clk_period

set non_clock_inputs [all_inputs -no_clocks]
set_input_delay [expr $clk_period * $clk_io_pct] -clock clk0 $non_clock_inputs
set_output_delay [expr $clk_period * $clk_io_pct] -clock clk0 [all_outputs]
==> metrics.cfg <==
[power_and_ir_drop]
power_density_nw_per_um2 = 228
seqPwrFrac_pct = 0
p_int_uw = 193
total_power_uw = 343
pwr-share-clk_pct = 0
comb_power_share_pct = 100.0
swShare_pct = 43.8
p_sw_uw = 150
leakage_uw = 0.000692
vdd_drop_max_mv = 0.116

[logic_synthesis]
synthTopCellsByArea = ha_1 (16%), buf_4 (13%), a21oi_1 (10%)
ys_seq_share_pct = 0
syn_avg_cell_area_um2 = 6.33
synth_warnings = 1
synth-area-yosys_um2 = 633
synth_top_area_share_pct = 15.8
yosys_cells = 100
synth_cells = 100
yosysMostFrequentCell = a21oi_1
yosysTopAreaCell = ha_1
synth_area_um2 = 633
common_cells = a21oi_1 (13), buf_4 (11), nand2_1 (10)
yosysUniqueCellTypes = 29

[placed_design]
port-buffer-count = 36
gp_congestion = 0.894
hpwlAfterDp_um = 1930

[sta]
fin_setup_tns_ns = 0
hold_slack_ns = 1.18
min_period_ns = 1.79
slew_violations = 0
grt_setup_unrepaired = yes
hold_viol_final = 0
finalSetupViolCount = 0
period_used_pct = 99.3
fmax_mhz = 560

[critical_path]
path_depth = 8
slowest_stage = dlygate4sd2_1
end_kind = primary output
cpPeakStageDelay_ns = 0.24
worstPathCellList = buf_8 > buf_8 > buf_4 > buf_4 > nand2b_4 > o21ai_0 > o2bb2ai_2 > dlygate4sd2_1
critPathArrivalTime_ns = 1.43
cp-startpoint = address[3]
path_delay_family = buffers and inverters
path_class = input port to primary output
required_ns = 1.44
critPathBufInv = 5
start_kind = input port
cp_max_fo = 6

[finish]
flop-count = 0
drive_gt1_share_pct = 64.8
seqCellArea_um2 = 0
area_growth_pct = 138
nClkBuffers = 0

[detailed_routing]
wl_per_cell_um = 14.8
drt_iter0_drc = 46
vias_per_cell = 4.56
drc = 0
routed_wl_um = 3080
diodes = 0
first_pass_iters = 4
postRouteAntennaNets = 0
vias = 949

[grt]
grt_pass1_vias = 897
gr-total-overflow = 0
grt_pass1_wl_um = 4640
track_usage_pct = 8.71
antenna_found_initial = 0
grt_max_degree = 11

[die]
fp_util_pct = 18.5
num_rows = 21
die_h_um = 80
die_w_um = 80
die_area_um2 = 6400
ioPinCount = 64
core-area_um2 = 3420

[run]
warnings = 68
drv_cap = 0

[status]
status = finished clean

[worst_hold_path]
hold_path_end = instruction[27]
hp-start = address[6]
hp-class = input port to primary output
whs_path_depth = 3

[clocking]
postCtsHoldBufs = 0

==> what timing repair did <==
action,4_1_cts,5_1_grt
setup endpoints to repair,31,17
setup buffers,14,4
endpoints found under the hold margin,0,0
resized,138,25
gates cloned,2,0
pin swaps,25,13
==> layout by cell type, fill, tap and decap left out, types with 3 or more instances in the layout <==
master	count
buf_4	32
clkdlybuf4s15_1	3
buf_2	10
nand2_1	8
buf_8	3
clkbuf_2	4
dlygate4sd2_1	14
a21oi_2	6
a21oi_1	7
nand2b_4	4
ha_4	7
buf_6	8
nor2_1	5
o21ai_2	5
==> tightest hold or removal path, stage by stage <==
cell and delay, ns:
buf_2 0.27, nor3_2 0.10, clkbuf_2 0.09
==> layout make-up <==
type               count  area (um^2)
multi-input cells     80          767
fillers              310         1910
well taps             46         57.6
repair buffers        78          654
inverters              4         27.5
==> power groups by stage <==
stage	logic (uW)	registers [uW]	clock network (uW)
6_report	343	0	0
5_1_grt	371	0	0
4_1_cts	315	0	0
==> how the worst max path moves through the flow <==
stage	end	slack (ns)
4_1_cts	instruction[11]	-0.10
5_1_grt	instruction[15]	-0.04
6_report	instruction[19]	0.01
==> routing by layer <==
| layer | part of all wire (%) | GRT usage (%) | vias to the layer above |
|---|---|---|---|
| li1 | - | - | 459 |
| met1 | 48 | 11.7 | 446 |
| met2 | 44 | 14.7 | 36 |
| met3 | 6.1 | 1.48 | 8 |
| met4 | 2.1 | 0.704 | 0 |
| met5 | 0 | 0 | - |
==> per-stage QoR <==
step / util [%] / cells / setup slack, ns / instance area [um^2]
floorplan: - / 100 / 0.246 / 633
global placement: 32.6 / 189 / -0.754 / 1110
detailed placement: 32.6 / 189 / -0.758 / 1110
CTS: 42.1 / 205 / -0.103 / 1440
global route: 44.1 / 208 / -0.0448 / 1510
finish: 44.1 / 208 / 0.0130 / 1510
==> cells by family after synthesis <==
| kind of cell | synth area share [%] |
|---|---|
| fa+ha+maj | 15.8 |
| buf+inv | 19.8 |
| xor+xnor | 1.38 |
| other cells | 0.592 |
| simple gates | 28.1 |
| mux | 1.58 |
| compound gates | 32.8 |
Power is estimated from default activity; no workload was simulated.
