**run.sh**
```bash
#!/bin/bash
# OpenROAD 26Q1-2900-gdf79404cd8, Yosys 0.63+post, stock flow scripts
make -C /OpenROAD-flow-scripts/flow DESIGN_CONFIG=/design/flow/config.mk WORK_HOME=/design/flow/orfs finish
```
**config.mk**
```make
export PLATFORM = sky130hd
export DESIGN_NAME = Veda
export DESIGN_NICKNAME = Veda
export VERILOG_FILES = /design/flow/design.v
export SDC_FILE = /design/flow/constraint.sdc
export NUM_CORES = 4
export LEC_CHECK = 1
export CORE_UTILIZATION = 30
```
**constraint.sdc**
```tcl
current_design Veda

set clk_period 5.5
set clk_io_pct 0.2

create_clock -name clk0 -period $clk_period [get_ports {clk}]

set non_clock_inputs [all_inputs -no_clocks]
set_input_delay [expr $clk_period * $clk_io_pct] -clock clk0 $non_clock_inputs
set_output_delay [expr $clk_period * $clk_io_pct] -clock clk0 [all_outputs]
```
**design.v**
```verilog
`timescale 1ns / 1ps
module Veda (input clk, input [31:0] instruction, input write_enable, input instruction_check, input [31:0] data_write,  output [31:0] ReadData1, output [31:0] ReadData2);  
wire[4:0] addr1,addr2, addr3;
reg [31:0] Register_Data[31:0];   
  integer i;
  initial begin
    for (i = 0; i < 32; i = i + 1) begin
      Register_Data[i] = 32'b0;
    end
  end
  assign addr1 = instruction[25:21];
  assign addr2 = instruction[20:16];
  assign addr3 = instruction[15:11];
  assign ReadData1 = Register_Data[addr1];
  assign ReadData2 = Register_Data[addr2];
  always @(posedge clk) begin  
    case (write_enable)
        1'b1: begin
            case (instruction_check)
            1'b0: begin
                Register_Data[addr3] = data_write;  
            end
            1'b1: begin
                Register_Data[addr2] = data_write;   
            end
            endcase
        end
    endcase 
  end
endmodule
```
==> reports/qor.yml <==
most_common_cell: "mux2i_1"
cts_tree: "done"
htree_levels: 3
drive_gt1_share_pct: 10.5
port_buffers: 113
syn_area_um2: 48800
dieArea_um2: 164000
wl_per_cell_um: 26.2
finalHoldViolCount: 0
grt_usage_pct: 19.4
flop_cell: "edfxtp_1"
critPathCaptureType: "primary output"
cts_buffers: 103
io_pins: 131
fin_setup_tns_ns: 0
async_reset_ff_share_pct: 0
max_slew_margin_pct: 39.4
path_max_fanout: 13
yosys.area.top_type_share_pct: 63.0
ys_cells: 3411
cts_sinks: 1024
wl_um: 152000
dp_hpwl_um: 87300
min_from: "data_write[21]"
drv_cap: 0
fin_cells: 5802
ys_area_um2: 48800
dpl.cell_count: 5608
power_density_nw_per_um2: 306
crit_arrival_ns: 3.85
worst_slew_pin_slew_ns: 0.909
area.growth.synth_to_final_pct: 16.8
drc: 0
rsz0062_at_grt: "false"
clockBufferDepth: 3
clockRootBuffer: "clkbuf_16"
postRouteAntennaNets: 0
min_path_type: "primary input to flop"
period_minus_slack_ns: 4.95
utilization_pct: 35.4
dr.pass1.iters: 7
setup.worst_path.start_class: "primary input"
syn_area_per_cell_um2: 14.3
syn_inst: 3411
cts_setup_buffers: 0
worstSetupPathType: "primary input to primary output"
vias_per_cell: 5.34
cts_hold_buf: 0
largest_reg_flops: 1024
ys_types: 29
clock.fmax_mhz: 202
fp_util_pct: 30.3
grt_max_degree: 68
fin_crit_sh_pct: 90.1
synth-edff-count: 1024
ys_seq_share_pct: 63.0
total_leakage_power_uw: 0.0206
cts.clk_slew.worst_paths_ns: 0.06
fp.dieH_um: 405
grt_pass1_vias: 31834
fp-row-count: 147
warning_count: 43
cts.repair.resized: 0
grt_pass1_wl_um: 217000
vias: 30974
holdPathStages: 2
top_area_cell: "edfxtp_1"
synth.top_cells.by_count: "1025 x mux2i_1, 1024 x edfxtp_1, 208 x nand2_1"
slew_violations: 0
drtIter0Drc: 1947
gp_congestion: 0.862
vdd_ir_drop_max_mv: 0.262
top_cells_by_area: "edfxtp_1 63%, mux2i_1 21%, a22oi_1 3.0%"
die_w_um: 405
status: "finished clean"
antenna_found_initial: 8
numSynthFlops: 1024
cp_data_required_time_ns: 4.40
overflow: 0
startpoint: "instruction[20]"
synth_warnings: 1
core_area_um2: 161000
setup_viol: 0
-- cells in the final DEF, fill, tap and decap left out, drive strengths merged --
| cell type | count |
|---|---|
| nand2 | 208 |
| o31ai | 1 |
| nand3 | 194 |
| buf | 180 |
| clkinv | 48 |
| diode | 2 |
| a22oi | 192 |
| clkbuf | 127 |
| a31oi | 64 |
| nand3b | 2 |
| nor2 | 36 |
| nor3 | 65 |
| a22o | 128 |
| o21ai | 6 |
| clkinvlp | 3 |
| edfxtp | 1024 |
| a32o | 1 |
| nor3b | 3 |
| a21oi | 192 |
| nor2b | 4 |
| clkdlybuf4s50 | 111 |
| or2 | 2 |
| inv | 4 |
| nand2b | 6 |
| mux2i | 1025 |
| mux2 | 1 |
| and2 | 2 |
| bufinv | 11 |
-- cells by family (layout without fill, tap and decap cells) --
group	Yosys count	in the layout	synth area share, %
DFF	1024	1024	63.0
muxes	1026	1026	21.1
and+or+nand+nor	522	522	4.79
other	0	2	0
AOI/OAI and AO/OA	584	584	8.15
buffers and inverters	255	484	2.98
-- power by group --
| group | switching, µW | internal (µW) |
|---|---|---|
| Combinational | 1020 | 664 |
| Clock | 2970 | 4060 |
| Sequential | 43.4 | 8700 |
| Total | 4030 | 13400 |
-- path summary, 6_finish.rpt --
| kind | endpoint |
|---|---|
| setup / recovery | ReadData2[30] |
| hold / removal | Register_Data[24][21] |
-- layout make-up --
class	instances	area, µm²
Antenna cell	2	5.00
Fill cell	15009	104000
Clock buffer	127	2750
Tap cell	2160	2700
Multi-Input combinational cell	2132	16900
Sequential cell	1024	30700
Timing Repair Buffer	291	3270
Inverter	1	3.75
Clock inverter	65	608
-- worst max-delay path, cell delays in order --
cell,delay (ns)
clkdlybuf4s50_1,0.71
nand2b_2,0.58
buf_4,0.40
a21oi_1,0.07
a31oi_1,0.22
nand3_1,0.26
clkdlybuf4s50_1,0.50
-- per-stage QoR --
stage | power [µW] | cell area [µm²] | worst slack [ns] | hold WS, ns
after floorplan | 9820 | 48800 | 1.70 | 1.20
final | 17500 | 57000 | 0.547 | 1.21
after global placement | 10600 | 53600 | 0.529 | 1.92
after detailed placement | 10600 | 53600 | 0.580 | 1.93
after global routing | 17900 | 57000 | 0.459 | 1.22
after CTS | 17600 | 57000 | 0.571 | 1.17
-- per-layer routing --
layer,vias up,routed length [µm],global-route usage (%)
met3,296,21800,12.1
met4,16,4810,5.09
li1,13784,-,-
met5,-,240,0.833
met1,15216,55500,23.6
met2,1662,69600,29.2
Power figures rest on the tool's default switching activity, not on a simulated workload.
